==> ./design.v <==
`timescale 1 ns /1 ps
import ascon_pack::*;
module dff_128(
    input  logic        clock_i, 
    input  logic        resetb_i, 
    input  logic        enable_i,
    input  logic[127:0] d_i,
    output logic[127:0] q_o );
always_ff @( posedge clock_i or negedge resetb_i )
begin :seq_0
    if ( resetb_i==0)
        q_o <= 0;
    else if (enable_i==1)
        q_o <= d_i ;
end : seq_0
endmodule : dff_128
==> ./run.sh <==
#!/bin/bash
# OpenROAD 26Q1-2900-gdf79404cd8, Yosys 0.63+post, stock flow scripts
make -C /OpenROAD-flow-scripts/flow DESIGN_CONFIG=/design/flow/config.mk WORK_HOME=/design/flow/orfs finish
==> ./config.mk <==
export PLATFORM = sky130hd
export DESIGN_NAME = dff_128
export DESIGN_NICKNAME = dff_128
export VERILOG_FILES = /design/flow/design.v
export SDC_FILE = /design/flow/constraint.sdc
export NUM_CORES = 4
export LEC_CHECK = 1
export CORE_AREA = 10 10 177 177
export DIE_AREA = 0 0 187 187
==> ./constraint.sdc <==
current_design dff_128

set clk_period 1.1
set clk_io_pct 0.2

create_clock -name clk0 -period $clk_period [get_ports {clock_i}]

set non_clock_inputs [all_inputs -no_clocks]
set_input_delay [expr $clk_period * $clk_io_pct] -clock clk0 $non_clock_inputs
set_output_delay [expr $clk_period * $clk_io_pct] -clock clk0 [all_outputs]
==> summary.txt <==
State of the implementation.

- The flow ran to the end, but the final reports show violations.
- The final reports fail on hold timing, setup timing.
- The mean number of vias per cell is ~3.5, for reference.
- The post-route utilization of the core is recorded as slightly below 30%.
- The core region is between 20000 and 30000 sq um.
- For this design the total switching power over the nets is between 2000 and 3000 uW.
- For this design the top-level I/O count stands at around 260.
- For the worst-skew pair, the clock arrives at the later sink with an insertion delay of 0.40 ns.
- The highest achievable clock rate is slightly below 900 MHz, for reference.
- The floorplan step set the die width to roughly 190 um.
- The share of power burned in registers is a little under 40%, for reference.
- The routing usage on met2 is 12.89%, for reference.
- The final RePlAce weighted congestion is roughly 0.73, for reference.
- The met1 usage is between 10% and 20%, for reference.
- The H-tree generated during clock tree synthesis spans 4 levels.
- The critical path buffer and inverter count is 1, for reference.
- STA classifies the critical path endpoint as an output pin.
- Global routing used about 8.2% of the available tracks across all layers.
- The run reported a max-capacitance violation count of 0.
- The worst path uses 103.4% of the clock period.
- The slowest stage of the critical path belongs to the cell sky130_fd_sc_hd__dfrtp_1.
- The family with the most delay on the worst path is flip-flops, for reference.
- The maximum fanout along the worst path is 2, for reference.
- The DRC violation count after routing is 0, for reference.
- The clock period minus final worst setup slack is 1.138 ns, for reference.
- The clock tree from TritonCTS is built, for reference.
- Setup violations remaining at the end of the flow were counted as 126.
- The final worst-path setup slack is -0.03777 ns, for reference.
- The vertical die dimension reported for this design is around 190 um.
- Clock tree synthesis found a total of ~130 sinks.
- The number of cells in Yosys stat is ~270, for reference.
- The floorplan has about 60 rows.
- The critical setup path kind is reg -> out, for reference.
- For this run the detailed placement stage logged an HPWL of around 11000 um.
- The layout cell share with drive strength beyond 1 is 54.75%, for reference.
- The timing report gives the worst reg2reg path a setup slack of between 0.1 and 0.15 ns.
- Leaving out buffers and inverters, the combinational logic in the layout accounts for around 1400 sq um.
- The violation tally from detailed-route iteration zero is 88, for reference.
- The detail route stage leaves a number of antenna-violating nets equal to 0.
- Setup repair after global routing could not meet its margin everywhere.
- The actual slew at the worst max-slew pin is between 0.3 and 0.4 ns, for reference.
- Listed in order, past its start point the critical path passes buf_2.
- Dividing the synthesized area by the synthesized cell count gives approximately 18 sq um.
- The internal power summed over all cells is 10950 uW, for reference.
- Counting tap cells, the placed design contains a total of ~900 instances.
- In the final routed layout, each cell accounts on average for between 15 and 20 um.
- Setup total negative slack on the finished layout was measured at -1.786 ns.
- The register name with the most flops is q_o, for reference.
- The via count of the first global-routing pass is between 3000 and 4000, for reference.
- On the final layout, the worst hold slack is -0.1913 ns.
- The flop and latch count out of synthesis is 128, for reference.
- Synthesis produced a netlist whose cell count is around 270.
- The first global-routing pass estimated 22540 um of wire.
- The worst path required time is 0.88 ns, for reference.
- The initial antenna violation count is 0, for reference.
- Detailed routing inserted a total of approximately 3300 vias.
- In this run, the combinational gates consume 12.3% of the power.
- According to the Yosys statistics, the synthesized design has a chip area of ~4800 sq um.
- The count of cells along the worst register-to-register path is 3, for reference.
- The largest registers in the layout are q_o x128.
- The buffer cell driving the clock tree root is sky130_fd_sc_hd__clkbuf_16, for reference.
- The synthesis-to-layout area growth is 65.54%, for reference.
- The warning total across the stage logs is 29, for reference.
- Entering global routing, the biggest net connects between 60 and 70 pins.
- The number of different library cells in the post-synthesis netlist is 4, for reference.
- The worst slew slack as a fraction of its limit is 74.60%, for reference.
- The number of inserted filler cells in the final layout is ~2800, for reference.
- The antenna cell count is 0, for reference.
- The floorplan step records an initial core utilization of 17.45%.
- The maximum single-stage delay on the critical path is around 0.38 ns, for reference.
- On the critical path the data arrives at around 0.92 ns.
- Summing every instance area after synthesis gives slightly below 5000 sq um.
- The path class of the lowest-slack min-delay path is in -> async, for reference.
- The standby leakage power is 0.003484 uW, for reference.
- Global routing used ~4.4% of the available met3 tracks.
- Between clock sinks in the finished design, the worst skew comes to 0 ns.
- Once layout is complete, the cells apart from fillers number approximately 950.
- The die footprint is 34970 sq um, for reference.
- During placement, the flow inserted port buffers numbering ~260.
- The deepest clock path buffer count is 2, for reference.
- Wires add up to about 14000 um.
- The number of hold-slack violations in the final timing report is 128, for reference.
- The share of the Yosys chip area taken by registers is about 66%.
- The startpoint type of the worst setup path is a flop, for reference.
- The registers of the reported paths see a clock transition of roughly 0.060 ns.
- TritonCTS created 17 clock buffers.
- The iteration tally of the first detailed-router pass is 2, for reference.
- Max-slew check failures listed in the final report amount to 0.
- The busiest metal layer after global routing is met2, for reference.
- The register with the most flip-flops in the layout has roughly 130 of them.
- Per report_power, the clock group accounts for between 40% and 50% of the total.
- The Yosys step of the flow raised 2 warnings.
- The analysis reports a worst IR drop on VDD of roughly 0.79 mV.
- Total power normalized to cell area comes to approximately 1700 nW/um^2.
- Summed over all layers, the global routing overflow is 0.
- Of the total power, the share spent switching nets is 20.90%.
- The combined flip-flop and latch cell area is 3203 sq um, for reference.
- The startpoint of the most critical register-to-register path is q_o[66], for reference.
- For the worst reg-to-reg path, the endpoint reported by OpenROAD is q_o[66].
==> worst max path at each step <==
stage	startpoint	endpoint	slack [ns]	depth (start not counted)
6_report	q_o[111]	q_o[111]	-0.04	1
4_1_cts	q_o[111]	q_o[111]	-0.08	1
5_1_grt	q_o[76]	q_o[76]	-0.11	1
==> synth_stat cells <==
cell type | instances | area share, %
sky130_fd_sc_hd__buf_6 | 6 | 1.4
sky130_fd_sc_hd__clkbuf_8 | 8 | 2.3
sky130_fd_sc_hd__dfrtp_1 | 128 | 66
sky130_fd_sc_hd__mux2_2 | 128 | 30
==> cell families after synthesis <==
logic type,synth area share (%)
flip-flops,66.42
multiplexers,29.89
buffers and inverters,3.684
==> stage by stage <==
step	setup WS, ns	instance area (sq um)	total power (uW)
2_1_floorplan	0.1422	4822	5941
3_3_place_gp	-0.06720	7818	7621
3_5_place_dp	-0.07504	7818	7634
4_1_cts	-0.08233	7968	14210
5_1_grt	-0.1102	7983	14590
6_report	-0.03777	7983	13840
==> placed cells by master (no fill, tap or decap) <==
cell,instances
sky130_fd_sc_hd__buf_12,5
sky130_fd_sc_hd__buf_2,128
sky130_fd_sc_hd__buf_4,19
sky130_fd_sc_hd__bufinv_16,7
sky130_fd_sc_hd__clkbuf_1,1
sky130_fd_sc_hd__clkbuf_16,17
sky130_fd_sc_hd__clkbuf_8,1
sky130_fd_sc_hd__clkdlybuf4s50_1,128
sky130_fd_sc_hd__clkinv_2,1
sky130_fd_sc_hd__clkinv_4,3
sky130_fd_sc_hd__clkinvlp_4,1
sky130_fd_sc_hd__dfrtp_1,128
sky130_fd_sc_hd__inv_6,1
sky130_fd_sc_hd__mux2_2,128
==> routing by layer <==
layer | vias up | part of all wire [%]
met5 | - | 0
met4 | 0 | 0.65
met3 | 5 | 11
met2 | 151 | 47
met1 | 1586 | 42
li1 | 1528 | -
==> layout make-up <==
type / count / area share [%]
well taps: 378 / 5.925
repair buffers: 280 / 27.12
clock buffers: 19 / 5.549
multi-input cells: 128 / 18.06
flip-flops and latches: 128 / 40.13
clock inverters: 13 / 3.229
==> power by group through the flow <==
stage     Combinational [uW]  Sequential (uW)  Clock (uW)
6_report                1700             5380        6750
5_1_grt                 1890             5450        7260
4_1_cts                 1760             5380        7070
==> repair_timing <==
item,CTS,global route
gates resized,421,0
setup endpoints to repair,128,128
setup buffers,12,2
hold endpoints to repair,128,128
Power is estimated from default activity; no workload was simulated.
