## /design/flow/design.v

```verilog
`timescale 1 ns /1 ps
import ascon_pack::*;
module dff_64 (
    input  logic       clock_i, 
    input  logic       resetb_i, 
    input  logic       enable_i,
    input  logic[63:0] d_i,
    output logic[63:0] q_o );
always_ff @( posedge clock_i or negedge resetb_i )
begin :seq_0
    if ( resetb_i == 0)
        q_o <= 0;
    else if (enable_i == 1)
        q_o <= d_i ;
end : seq_0
endmodule : dff_64
```

## /design/flow/run.sh

```bash
#!/bin/bash
# OpenROAD 26Q1-2900-gdf79404cd8, Yosys 0.63+post, stock flow scripts
make -C /OpenROAD-flow-scripts/flow DESIGN_CONFIG=/design/flow/config.mk WORK_HOME=/design/flow/orfs finish
```

## /design/flow/config.mk

```make
export PLATFORM = sky130hd
export DESIGN_NAME = dff_64
export DESIGN_NICKNAME = dff_64
export VERILOG_FILES = /design/flow/design.v
export SDC_FILE = /design/flow/constraint.sdc
export NUM_CORES = 4
export LEC_CHECK = 1
export CORE_UTILIZATION = 40
```

## /design/flow/constraint.sdc

```tcl
current_design dff_64

set clk_period 1.0
set clk_io_pct 0.2

create_clock -name clk0 -period $clk_period [get_ports {clock_i}]

set non_clock_inputs [all_inputs -no_clocks]
set_input_delay [expr $clk_period * $clk_io_pct] -clock clk0 $non_clock_inputs
set_output_delay [expr $clk_period * $clk_io_pct] -clock clk0 [all_outputs]
```

==> metrics.json <==
{
  "run_status": {"value": "complete, but fails checks"},
  "violations": {"value": "hold timing, setup timing"},
  "setup-violations-final": {"value": 62},
  "yosys_warnings": {"value": 2},
  "timing.critical_path.required": {"value": 0.80, "unit": "ns"},
  "syn_inst": {"value": 135},
  "final_max_slew_viol_count": {"value": 0},
  "postRouteWirelength": {"value": 5.706, "unit": "mm"},
  "cts_buffer_depth": {"value": 2},
  "slew_headroom": {"value": 77.33, "unit": "%"},
  "wire_length_of_the_first_global_routing_pass": {"value": 9.363, "unit": "mm"},
  "clkLatencyLatePin": {"value": 0.32, "unit": "ns"},
  "area.sequential": {"value": 1602, "unit": "um2"},
  "path_cells": {"value": "buf_2"},
  "place_area": {"value": 4078, "unit": "um2"},
  "yosys_register_bits": {"value": 64},
  "synthDominantAreaCellType": {"value": "dfrtp_1"},
  "cp_slowest_cell": {"value": "dfrtp_1"},
  "fp.dieH": {"value": 83.84, "unit": "um"},
  "logic_area": {"value": 945.9, "unit": "um2"},
  "netlist_area": {"value": 2679, "unit": "um2"},
  "timing.final.ws_setup": {"value": -0.03040, "unit": "ns"},
  "worst_setup_path_endpoint": {"value": "q_o[36]"},
  "synth.yosys.chip_area": {"value": 2679, "unit": "um2"},
  "die_area": {"value": 7028, "unit": "um2"},
  "worst_setup_path_startpoint": {"value": "q_o[36]"},
  "detailedPlacementHpwl": {"value": 3.680, "unit": "mm"},
  "cts_inserted_buffers": {"value": 9},
  "max_flop_register": {"value": "q_o"},
  "power.leakage": {"value": 0.002093, "unit": "uW"},
  "min-delay-path-class": {"value": "primary input to async pin"},
  "measured_slew_at_the_worst_slew_check_pin": {"value": 0.3401, "unit": "ns"},
  "layout-drive-gt1-share": {"value": 58.73, "unit": "%"},
  "timing_worst_setup_path_type": {"value": "register to output port"},
  "number_of_inserted_diodes": {"value": 0},
  "area.growth.synth_to_final": {"value": 56.38, "unit": "%"},
  "largest_register_ff_count": {"value": 64},
  "rows": {"value": 29},
  "ys_seq_share": {"value": 59.79, "unit": "%"},
  "core-area": {"value": 6422, "unit": "um2"},
  "p_per_area": {"value": 1537, "unit": "nW/um2"},
  "cp_num_buf_inv": {"value": 1},
  "grtUsageTotal": {"value": 17.67, "unit": "%"},
  "timing.final.crit_share": {"value": 103.0, "unit": "%"},
  "gr-total-overflow": {"value": 0},
  "synth.yosys.num_cells": {"value": 135},
  "cts.sink_count": {"value": 64},
  "viasPerCell": {"value": 4.390},
  "antenna_violations_before_repair": {"value": 0},
  "worstSetupEndpointType": {"value": "output port"},
  "final_area": {"value": 4189, "unit": "um2"},
  "drt_pass1_iterations": {"value": 26},
  "fin_hold_ws": {"value": -0.1178, "unit": "ns"},
  "fp.dieW": {"value": 83.84, "unit": "um"},
  "first_global_vias": {"value": 1771},
  "worst_path_dominant_cell_family": {"value": "flip-flops"},
  "largest_regs": {"value": "q_o x64"},
  "worstReg2RegEnd": {"value": "q_o[3]"},
  "ios": {"value": 131},
  "routed_wire_length_per_instance": {"value": 14.56, "unit": "um"},
  "totalNegativeSetupSlack": {"value": -0.8205, "unit": "ns"},
  "yosysTopAreaCellShare": {"value": 59.79, "unit": "%"},
  "stage_log_warnings": {"value": 30},
  "achievable-frequency": {"value": 0.9705, "unit": "GHz"},
  "tritoncts": {"value": "built"},
  "ant_nets": {"value": 0},
  "critical_path.max_fanout": {"value": 2},
  "largest_incremental_delay_on_the_critical_path": {"value": 0.38, "unit": "ns"},
  "number_of_cells_on_the_worst_reg_to_reg_path": {"value": 3},
  "port_buffers": {"value": 130},
  "clock-skew-final": {"value": 0, "unit": "ns"},
  "finalCoreUtilization": {"value": 65.23, "unit": "%"},
  "reg2reg_slack": {"value": 0.01, "unit": "ns"},
  "finalCriticalPeriod": {"value": 1.030, "unit": "ns"},
  "maxCapViolCount": {"value": 0},
  "final_cell_mix": {"value": "65 x buf_2, 64 x clkdlybuf4s50_1, 64 x dfrtp_1, 60 x mux2_4, 34 x buf_4"},
  "syn_avg_cell_area": {"value": 19.84, "unit": "um2"},
  "r2r-start": {"value": "q_o[3]"},
  "synth.distinct_cells": {"value": 5},
  "worst_ep_arrival_time": {"value": 0.83, "unit": "ns"},
  "cts.clk_slew.worst_paths": {"value": 0.06, "unit": "ns"},
  "dr.first_iter.drc_count": {"value": 54},
  "maximum_number_of_pins_on_one_net_before_global_route_repair": {"value": 65},
  "final-hold-violation-count": {"value": 64},
  "cts_htree_levels": {"value": 3},
  "route.vias.total": {"value": 1721},
  "place.gp.congestion": {"value": 0.7354},
  "worst_setup_sp_type": {"value": "register"},
  "ir_drop_worst_vdd": {"value": 1267, "unit": "uV"},
  "grt_setup_unrepaired": {"value": "true"},
  "num-fill-cells": {"value": 468},
  "initial_utilization": {"value": 41.71, "unit": "%"},
  "drc_errors": {"value": 0},
  "critical_path_depth": {"value": 1},
  "clock_tree.root_cell": {"value": "clkbuf_8"},
  "layout.cells.most_common": {"value": "buf_2"},
  "top_cells_by_area": {"value": "dfrtp_1 60%, mux2_4 34%, buf_12 4.5%"}
}
-- kinds of logic (layout without fill, tap and decap cells) --
family,after synthesis,after routing,synth area share [%]
DFF,64,64,59.79
buffers and inverters,7,187,4.904
muxes,64,64,35.31
-- Yosys cell counts --
cell	count
buf_12	6
buf_6	1
dfrtp_1	64
mux2_2	4
mux2_4	60
-- worst min-delay path by stage --
| stage | start | depth (start not counted) | end |
|---|---|---|---|
| after CTS | resetb_i | 2 | q_o[16] |
| after global routing | resetb_i | 2 | q_o[16] |
| final | resetb_i | 2 | q_o[16] |
-- per-layer routing --
layer  global-route usage, %  share of wire (%)
met1                   30.67                 46
met2                   24.96                 46
met3                   4.116                7.0
met4                   1.411               0.93
met5                       0                  0
-- where the power goes --
| part | switching [uW] | internal [uW] |
|---|---|---|
| logic | 310 | 966 |
| registers | 126 | 2850 |
| clock network | 904 | 1280 |
| total | 1340 | 5100 |
-- per-stage QoR --
| stage | instances | total power [uW] | setup WS, ns | hold slack (ns) |
|---|---|---|---|---|
| floorplan | 135 | 3469 | 0.06868 | -0.09559 |
| global placement | 347 | 4383 | -0.03288 | 0.2454 |
| detailed placement | 347 | 4382 | -0.03827 | 0.2404 |
| CTS | 386 | 6505 | -0.04654 | -0.1117 |
| global route | 392 | 6777 | -0.07912 | -0.09949 |
| finish | 392 | 6437 | -0.03040 | -0.1178 |
-- timing repair --
action | 4_1_cts | 5_1_grt
buffers inserted | 23 | 10
resized | 195 | 4
hold endpoints to repair | 64 | 64
setup endpoints to repair | 64 | 69
-- area by class of cell --
type / count / area share [%]
clock buffers: 13 / 3.793
clock inverters: 3 / 0.9558
multi-input cells: 64 / 22.58
flip-flops and latches: 64 / 38.23
well taps: 77 / 2.300
repair buffers: 171 / 32.14
Power is estimated from default activity; no workload was simulated.
