<file path="design/flow/constraint.sdc">
current_design compteur_double_init

set clk_period 1.3
set clk_io_pct 0.2

create_clock -name clk0 -period $clk_period [get_ports {clock_i}]

set non_clock_inputs [all_inputs -no_clocks]
set_input_delay [expr $clk_period * $clk_io_pct] -clock clk0 $non_clock_inputs
set_output_delay [expr $clk_period * $clk_io_pct] -clock clk0 [all_outputs]
</file>
<file path="design/flow/run.sh">
#!/bin/bash
# OpenROAD 26Q1-2900-gdf79404cd8, Yosys 0.63+post, stock flow scripts
make -C /OpenROAD-flow-scripts/flow DESIGN_CONFIG=/design/flow/config.mk WORK_HOME=/design/flow/orfs finish
</file>
<file path="design/flow/design.v">
`timescale 1ns/1ps
import ascon_pack::*;
module compteur_double_init (
    input logic 	clock_i,
    input logic 	resetb_i,
    input logic 	en_cpt_i,
    input logic 	init_a_i,
    input logic 	init_b_i,
    output logic [3:0] cpt_o      
    ) ;
   logic [3:0] cpt_s;
   always_ff @(posedge clock_i or negedge resetb_i)
     begin
	if (resetb_i == 1'b0) begin
	   cpt_s <= 0;
	end
	else begin 
	   if (en_cpt_i == 1'b1) 
	     begin
		if (init_a_i==1'b1) begin
		   cpt_s<=0;
		end 
		else if (init_b_i==1'b1) begin
		   cpt_s<=6;
		end 
		else cpt_s <= cpt_s+1;
	     end
	end
     end
   assign cpt_o = cpt_s;
endmodule: compteur_double_init
</file>
<file path="design/flow/config.mk">
export PLATFORM = sky130hd
export DESIGN_NAME = compteur_double_init
export DESIGN_NICKNAME = compteur_double_init
export VERILOG_FILES = /design/flow/design.v
export SDC_FILE = /design/flow/constraint.sdc
export NUM_CORES = 4
export LEC_CHECK = 1
export CORE_AREA = 10 10 70 70
export DIE_AREA = 0 0 80 80
</file>
==> out/results.txt <==
status -> complete, no violations
initial antenna violation count -> 0
Comb pwr share -> 0.245
final hold viol count -> 0
setup violators final -> 0
Hold-fix buffers, CTS -> 0
clock sinks -> 4
WP data arrival -> 1370 ps
largest net degree at the start of global routing -> 7
fin. max-slew vios -> 0
YS chip area -> 204 µm²
Final TNS setup -> 0 ps
final core utilization -> 0.123
Late-Pin Clk Latency -> 230 ps
Worst-path clk slew -> 40 ps
Ports -> 9
Post-synth area hogs -> dfrtp_1 49%, nand3_1 9.8%, nor2_1 7.4%, ha_1 6.1%, mux2_2 5.5%
die height -> 80 µm
crit path to -> cpt_s[1]$_DFFE_PN0P_
crit-path cells -> buf_4, ha_4, nor2_2, nor2_1, mux2_2
Max H-tree Level -> 1
slowest CP cell -> dfrtp_1
final antenna-violating net count -> 0
vias per std cell -> 2.62
Clock power frac -> 0.377
via count -> 223
Tot GR Track Use -> 0.0218
P&R area growth vs syn -> 106%
wirelength, routed -> 671 µm
Reg power frac -> 0.378
CTS root buffer -> clkbuf_4
Seq cells post-synth -> 4
drt pass-1 iters -> 2
reg-to-reg endpoint -> cpt_s[1]$_DFFE_PN0P_
Synth Cell Area -> 204 µm²
Detailed Route Iter0 Violations -> 7
Cell Type Count -> 12
Init Core Util -> 0.0597
max-cap viol count -> 0
Final Total Pwr -> 0.392 mW
drt wl/cell -> 7.89 µm
ys async rst share -> 1.00
GR Overflow Total -> 0
ys cells -> 22
RSZ-0062 raised after global routing -> false
worst relative slew slack -> 0.852
total CTS buffers -> 3
Crit Reg-Reg Startpoint -> cpt_s[0]$_DFFE_PN0P_
pre-CTS WS -> -17.4 ps
register share after synthesis -> 0.491
max reg flops -> 4
port bufs -> 8
synth warn -> 2
Largest regs -> cpt_s: 4 flops
layout cells sized above 1 -> 0.308
DRC -> 0
CP startpoint -> cpt_s[0]$_DFFE_PN0P_
Row Count -> 21
critical path class -> flip-flop to flip-flop
maximum VDD drop -> 0.136 mV
design area -> 419 µm²
Tightest Pin Transition -> 221 ps
sw frac -> 0.234
core area -> 3420 µm²
fmax -> 793 MHz
hold crit path type -> primary input to asynchronous set/reset pin
global-route wire length before repair -> 1110 µm
OpenROAD warning count -> 26
CP required -> 1410 ps
maximum buffer depth of the clock tree -> 2
DIE WIDTH -> 80 µm
# diodes -> 0
internal power -> 0.301 mW
startpoint types -> flip-flop
Dominant flop cell -> dfrtp_1
RD Place Congestion -> 0.552
Post-synth EDFFs -> 0
Crit. End Element -> flip-flop
Synth Instances -> 22
syn_area_per_cell -> 9.27 µm²
pwr dens -> 936 nW/µm²
post-layout period usage -> 0.970
min setup slack post-route -> 39.2 ps
Largest Register -> cpt_s
Synth area leader -> dfrtp_1
CTS tree -> yes
critical path's largest stage delay -> 360 ps
Area after DPL -> 349 µm²
skew final -> 0.738 ps
vias in the first global route -> 267
switching pwr -> 0.0918 mW
Top cell area share -> 0.491
Max FO, Critical Path -> 2
DIE AREA -> 6400 µm²
Tmin final -> 1260 ps
FF-to-FF path depth -> 5
worst reg2reg setup slack -> 40 ps
most frequent cells after synthesis -> 4 x dfrtp_1, 4 x nand3_1, 4 x nor2_1
Leak Pwr -> 0.175 nW
how the worst min path moves through the flow:
stage	start	endpoint	depth (start not counted)
after global routing	resetb_i	cpt_s[2]$_DFFE_PN0P_	1
final	resetb_i	cpt_s[2]$_DFFE_PN0P_	1
after CTS	resetb_i	cpt_s[2]$_DFFE_PN0P_	1
power groups by stage:
stage                 clock network (mW)  registers, mW  logic [mW]
final                              0.148          0.148      0.0962
after global routing               0.179          0.150       0.106
after CTS                          0.158          0.144      0.0945
metrics by stage:
step	cells	hold slack (ps)
3_5_place_dp	77	478
2_1_floorplan	22	-35.6
5_1_grt	85	232
6_report	85	235
4_1_cts	85	229
3_3_place_gp	77	476
metal layers:
| layer | vias to the layer above | part of all wire | GRT usage |
|---|---|---|---|
| li1 | 111 | - | - |
| met1 | 106 | 0.36 | 0.0180 |
| met2 | 4 | 0.54 | 0.0393 |
| met3 | 2 | 0.083 | 0.0148 |
| met4 | 0 | 0.010 | 0.00880 |
| met5 | - | 0 | 0 |
critical path, delay by kind of cell, from the launching register on:
kind,cells,cell delay [ps]
fa+ha+maj,1,230
buf+inv,1,150
flops,1,360
mux,1,250
simple gates,2,150
cell type report:
cell class | instances | area (µm²)
Tap cell | 46 | 57.6
Sequential cell | 4 | 100
Timing Repair Buffer | 14 | 120
Clock buffer | 3 | 22.5
Fill cell | 396 | 3000
Multi-Input combinational cell | 16 | 111
Inverter | 2 | 7.51
kinds of logic after synthesis:
logic type	synth area share
and+or+nand+nor	0.190
DFF	0.491
AOI/OAI and AO/OA	0.166
muxes	0.0552
buffers and inverters	0.0368
adders and majority gates	0.0613
what timing repair did:
item	in CTS	in global routing
pin swaps	1	2
setup endpoints to repair	4	1
cloned	0	0
gates resized	4	2
setup buffers	5	1
placed cells by master, fill, tap and decap left out:
master and instances:
dfrtp_1 4, a21oi_1 1, nand3_1 4, ha_4 1
o21ai_0 1, nand2_1 1, inv_1 2, dlygate4sd2_1 4
mux2_2 1, o21a_1 1, buf_4 6, nor2_2 1
nor2_1 3, o21bai_1 1, o221ai_1 1, clkbuf_4 3
clkdlybuf4s50_1 4
No activity file was given, so power comes from the tool's default toggle rates.
